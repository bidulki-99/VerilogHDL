===== /design/flow/design.v =====
module alu_8bit(sw_a, sw_b, btn,
                out_alu);
  input [7:0] sw_a;
  input [7:0] sw_b;
  input [3:0] btn;
  output reg [7:0] out_alu;
  always @ (btn or sw_a or sw_b) begin
    case (~btn)
      4'b0000:
        out_alu = sw_a & sw_b;
      4'b0001:
        out_alu = sw_a | sw_b;
      4'b0010:
        if (sw_a[7] & sw_b[7] == 1)
          out_alu = 8'hEE;
        else if (sw_a + sw_b >= 9'b1_0000_0000)
          out_alu = 8'hEE;
      	else
          out_alu = sw_a + sw_b;
      4'b0011:
        if (sw_a > sw_b)
          out_alu = sw_a - sw_b;
        else
          out_alu = 8'hEE;
      4'b0100:
        out_alu = sw_a << sw_b;
      4'b0101:
        out_alu = sw_a >> sw_b;
      4'b0110:
        out_alu = sw_a >>> sw_b;
      4'b0111:
        out_alu = sw_a ^ sw_b;
 	  4'b1000:
        if (sw_a == sw_b)
          out_alu = 8'h01;
        else
          out_alu = 8'h00;
      4'b1001:
        if (sw_a >= sw_b)
          out_alu = 8'h01;
        else
          out_alu = 8'h00;
      4'b1010:
        if (sw_a < sw_b)
          out_alu = 8'h01;
        else
          out_alu = 8'h00;
      4'b1011:
        out_alu = sw_a + sw_b << 2;
      4'b1100:
        out_alu = sw_a + 4'h4;
      4'b1101:
        out_alu = sw_a - 4'h4;
      4'b1110:
        if (sw_a > sw_b)
          out_alu = sw_a;
        else
          out_alu = 8'h00;
      4'b1111:
        if (sw_a < sw_b)
          out_alu = sw_a;
        else
          out_alu = 8'h00;
      default:
        out_alu = 8'h00;
    endcase
  end
endmodule

===== /design/flow/run.sh =====
#!/bin/bash
# OpenROAD 26Q1-2900-gdf79404cd8, Yosys 0.63+post, stock flow scripts
make -C /OpenROAD-flow-scripts/flow DESIGN_CONFIG=/design/flow/config.mk WORK_HOME=/design/flow/orfs finish

===== /design/flow/config.mk =====
export PLATFORM = sky130hd
export DESIGN_NAME = alu_8bit
export DESIGN_NICKNAME = alu_8bit
export VERILOG_FILES = /design/flow/design.v
export SDC_FILE = /design/flow/constraint.sdc
export NUM_CORES = 4
export LEC_CHECK = 1
export CORE_UTILIZATION = 40

===== /design/flow/constraint.sdc =====
current_design alu_8bit

set clk_period 5.3
set clk_io_pct 0.2

create_clock -name clk0 -period $clk_period

set non_clock_inputs [all_inputs -no_clocks]
set_input_delay [expr $clk_period * $clk_io_pct] -clock clk0 $non_clock_inputs
set_output_delay [expr $clk_period * $clk_io_pct] -clock clk0 [all_outputs]

==> reports/metrics.cfg <==
[run_status]
status = finished, final reports clean

[final_timing]
setup_ws_ns = 0.136
maxSlewViolCount = 0
relSlewSlack_pct = 65.7
fin_crit_sh_pct = 97.4
fmax_ghz = 0.194
setup_violations = 0
timing.hold.ws_ns = 2.98
tightest_slew_ns = 0.513
hold_viol = 0
tns_ns = 0
min_period_ns = 5.16

[critical_path]
required_ns = 4.24
crit_slowest_cell = clkdlybuf4s50_1
startpoint_type = primary input
crit_family = AND-OR/OR-AND gates
cp-end-kind = output port
crit_buf_inv = 4
arrival_ns = 4.10
slowest_delay_ns = 0.48
cp_max_fo = 13
critPathKind = in -> out
cpMostUsedCell = clkdlybuf4s50_1
cp_cell_sequence = clkdlybuf4s50_1 -> inv_1 -> ha_1 -> buf_4 -> a21oi_1 -> o21ai_0 -> o31a_1 -> and2_1 -> a2111oi_1 -> a31oi_1 -> clkdlybuf4s50_1

[yosys]
yosys.stat.seqShare_pct = 0
yosys_warnings = 1
synthCells = 346
synth.avg_cell_area_sq_um = 6.69
ys_area_sq_mm = 0.00231
ys_types = 63
yosys_cells = 346
synthesis.area_sq_mm = 0.00231

[finish]
fin_util_pct = 53.0
regArea_sq_um = 0
layout-drive-gt1-share_pct = 16.4
clkbuf_count = 0
syn_to_final_growth_pct = 26.9
final_area_sq_mm = 0.00294
design.seq.count = 0

[place]
hpwlAfterDp_um = 7460
dpl_cell_area_sq_mm = 0.00287
port_buffers = 28
finalWeightedCongestion = 1.01
dp_slack_ns = -0.0652

[min_path]
hold_path_end = out_alu[1]
hp-class = in -> out
worstHoldStart = sw_a[1]
hold_depth = 4

[drt]
vias = 2852
drc = 0
via_per_inst = 6.17
drtIter0Drc = 206
ant_nets = 0
dr.pass1.iters = 5
wire_per_inst_um = 20.2
wl_um = 9340
diodes = 0

[power_and_ir_drop]
p_per_area_mw_per_mm2 = 95.6
leakage_nw = 1.24
peakVddDrop_uv = 50.3

[floorplan]
initCoreUtil_pct = 41.8
die_w_um = 78.1
die-area_sq_mm = 0.00609
io_pins = 28
fp-row-count = 27
fp.coreArea_sq_mm = 0.00554
die_h_um = 78.1

[global_routing]
grtUsageTotal_pct = 32.2
grt_pass1_wl_um = 14700
first_global_vias = 2668
overflow = 0
antenna_found_initial = 0
grt_max_degree = 24

[job]
max_cap_viol_count = 0
openroad.warnings = 50

[cts]
postCtsHoldBufs = 0

==> power by group <==
part | total, mW | switching, mW | internal [mW]
clock | 0 | 0 | 0
sequential | 0 | 0 | 0
combinational | 0.281 | 0.152 | 0.129
==> kinds of logic (layout without fill, tap and decap cells) <==
logic type	Yosys count	count (layout)	synth area share (%)
AOI/OAI and AO/OA	103	103	30.8
xor gates and xnor gates	10	10	3.79
adders and majority gates	29	29	16.3
buffers and inverters	50	94	8.87
muxes	18	18	10.2
and+or+nand+nor	136	136	30.0
==> stage by stage <==
step | instances | power [mW]
detailed placement | 460 | 0.266
global route | 462 | 0.303
finish | 462 | 0.281
CTS | 460 | 0.268
global placement | 460 | 0.270
floorplan | 346 | 0.151
==> Yosys cell counts (7+ instances only) <==
| library cell | number | area [sq um] |
|---|---|---|
| nor2_1 | 36 | 135 |
| nand2_1 | 28 | 105 |
| ha_1 | 27 | 338 |
| inv_1 | 23 | 86.3 |
| o21ai_0 | 20 | 100 |
| a21oi_1 | 16 | 80.1 |
| clkbuf_1 | 16 | 60.1 |
| nor3_1 | 15 | 75.1 |
| mux2i_1 | 11 | 110 |
| nand3_1 | 9 | 45.0 |
| a211oi_1 | 8 | 60.1 |
| nor2b_1 | 8 | 50.1 |
| xnor2_1 | 8 | 70.1 |
| a31oi_1 | 7 | 43.8 |
| and2_1 | 7 | 43.8 |
| buf_2 | 7 | 35.0 |
==> layout by cell type (no fill, tap or decap), types with 3 or more instances in the layout <==
master | Yosys | routed
buf_4 | 0 | 41
nor2_1 | 36 | 36
nand2_1 | 28 | 28
ha_1 | 27 | 25
clkdlybuf4s50_1 | 0 | 25
inv_1 | 23 | 22
o21ai_0 | 20 | 20
a21oi_1 | 16 | 16
nor3_1 | 15 | 15
mux2i_1 | 11 | 11
nand3_1 | 9 | 9
xnor2_1 | 8 | 8
nor2b_1 | 8 | 8
a211oi_1 | 8 | 7
and2_1 | 7 | 7
a31oi_1 | 7 | 7
nand2b_1 | 6 | 6
a22oi_1 | 6 | 6
o22ai_1 | 6 | 6
and3_1 | 5 | 5
o211ai_1 | 4 | 4
nor4_1 | 5 | 4
mux4_2 | 4 | 4
o2111ai_1 | 4 | 4
o2bb2ai_1 | 4 | 4
or3b_2 | 3 | 3
a211o_1 | 3 | 3
nand4_1 | 3 | 3
dlymetal6s2s_1 | 0 | 3
==> routing by layer <==
layer  global-route usage [%]  up-vias  share of wire [%]
li1                         -     1373                  -
met2                     51.0      115                 46
met1                     48.1     1348                 46
met4                     5.93        0                2.0
met3                     3.07       16                6.0
met5                        0        -                  0
==> worst max path at each step <==
stage | slack (ns) | cells past startpoint | from | endpoint
CTS | 0.01 | 10 | sw_b[0] | out_alu[1]
global route | -0.0002 | 11 | sw_a[5] | out_alu[7]
finish | 0.14 | 11 | sw_a[5] | out_alu[7]
==> timing repair <==
item	CTS	global route
setup buffers	0	2
endpoints found under the setup margin	1	8
endpoints found under the hold margin	0	0
pin swaps	0	4
resized	1	15
==> area by class of cell <==
| cell class | count | area [sq um] |
|---|---|---|
| Multi-Input combinational cell | 296 | 2160 |
| Fill cell | 554 | 2600 |
| Inverter | 25 | 93.8 |
| Tap cell | 72 | 90.1 |
| Timing Repair Buffer | 69 | 596 |
Power figures rest on the tool's default switching activity, not on a simulated workload.
