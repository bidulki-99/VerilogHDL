<file path="design/flow/design.v">
module counter(clk, reset, count);
  parameter N = 10;
  input clk;
  input reset;
  output reg [N-1 : 0] count;
  always @ (posedge clk or posedge reset) begin
    if (reset)
      count <= 0;
    else
      count <= count + 1'b1;
  end  
endmodule
module fsm(clk, reset, count,
           d, seg_sel);
  input clk;
  input reset;
  input [9:0] count;
  output reg [3:0] d;
  output reg [5:0] seg_sel;
  reg [2:0] state, next_state;
  parameter S0 = 3'b000;
  parameter S1 = 3'b001;
  parameter S2 = 3'b011;
  parameter S3 = 3'b010;
  parameter S4 = 3'b100;
  parameter S5 = 3'b101;
  always @ (posedge clk or posedge reset) begin
    if (reset)
      state <= S0;
    else
      state <= next_state;
  end
  always @ (state or count) begin
    case (state)
      S0:
        if (count == 10'h3FF)
          next_state = S1;
      	else
          next_state = S0;
      S1:
        if (count == 10'h3FF)
          next_state = S2;
      	else
          next_state = S1;
      S2:
        if (count == 10'h3FF)
          next_state = S3;
      	else
          next_state = S2;
      S3:
        if (count == 10'h3FF)
          next_state = S4;
      	else
          next_state = S3;
      S4:
        if (count == 10'h3FF)
          next_state = S5;
      	else
          next_state = S4;
      S5:
        if (count == 10'h3FF)
          next_state = S0;
      	else
          next_state = S5;
    endcase
  end
  always @ (state) begin
    if (state == S0) begin
      seg_sel = 6'h20;
      d = 4'h0;
    end
    else if (state == S1) begin
      seg_sel = 6'h10;
      d = 4'h1;
    end
    else if (state == S2) begin
      seg_sel = 6'h08;
      d = 4'h2;
    end
    else if (state == S3) begin
      seg_sel = 6'h04;
      d = 4'h3;
    end
    else if (state == S4) begin
      seg_sel = 6'h02;
      d = 4'h4;
    end
    else if (state == S5) begin
      seg_sel = 6'h01;
      d = 4'h5;
    end
  end
endmodule
module seg_controller(clk, reset,
                      seg, seg_sel);
  input clk;
  input reset;
  output [7:0] seg;
  output [5:0] seg_sel;
  wire [9:0] count;
  wire [3:0] d;
  counter U1_counter(.clk(clk), .reset(reset), .count(count));
  fsm U0_fsm(.clk(clk), .reset(reset), .count(count),
             .d(d), .seg_sel(seg_sel));
  dec_7seg U2_dec_7seg(.d(d), .seg(seg));
endmodule
module dec_7seg(d, seg);
  input [3:0] d;
  output [7:0] seg;
  assign seg[0] = ~d[3]&~d[2]&~d[0] | d[3]&~d[0] | ~d[3]&d[1] | ~d[3]&d[2]&d[0] | d[3]&~d[2]&~d[0];
  assign seg[1] = ~d[3]&~d[2] | ~d[3]&~d[1]&~d[0] | ~d[3]&d[1]&d[0] | d[3]&~d[1]&d[0] | d[3]&~d[2]&~d[0];
  assign seg[2] = ~d[3]&~d[1] | ~d[3]&d[0] | ~d[3]&d[2] | ~d[1]&d[0] | d[3]&~d[2];
  assign seg[3] = d[3]&~d[1] | d[2]&~d[1]&d[0] | d[2]&d[1]&~d[0] | ~d[2]&d[1]&d[0] | ~d[3]&~d[2]&~d[0];
  assign seg[4] = d[3]&~d[1]&~d[0] | d[3]&d[2] | d[3]&d[1] | d[1]&~d[0];
  assign seg[5] = ~d[1]&~d[0] | ~d[3]&d[2] | d[3]&~d[2] | d[2]&d[1] | d[3]&d[1];
  assign seg[6] = ~d[3]&~d[2]&d[1] | ~d[3]&d[2]&~d[1] | d[3]&~d[2] | d[3]&d[0] | d[3]&d[1];
  assign seg[7] = d[3]&d[2] | d[3]&d[1];
endmodule
</file>
<file path="design/flow/run.sh">
#!/bin/bash
# OpenROAD 26Q1-2900-gdf79404cd8, Yosys 0.63+post, stock flow scripts
make -C /OpenROAD-flow-scripts/flow DESIGN_CONFIG=/design/flow/config.mk WORK_HOME=/design/flow/orfs finish
</file>
<file path="design/flow/config.mk">
export PLATFORM = sky130hd
export DESIGN_NAME = seg_controller
export DESIGN_NICKNAME = seg_controller
export VERILOG_FILES = /design/flow/design.v
export SDC_FILE = /design/flow/constraint.sdc
export NUM_CORES = 4
export LEC_CHECK = 1
export CORE_AREA = 10 10 104 104
export DIE_AREA = 0 0 114 114
</file>
<file path="design/flow/constraint.sdc">
current_design seg_controller

set clk_period 2.2
set clk_io_pct 0.2

create_clock -name clk0 -period $clk_period [get_ports {clk}]

set non_clock_inputs [all_inputs -no_clocks]
set_input_delay [expr $clk_period * $clk_io_pct] -clock clk0 $non_clock_inputs
set_output_delay [expr $clk_period * $clk_io_pct] -clock clk0 [all_outputs]
</file>
==> results_dict.tcl <==
# yosys + openroad results
set metrics [dict create \
    postSynthAreaPerCell_um2 10.23 \
    finalSetupViolCount 0 \
    maxCapViolCount 0 \
    hold_path_depth 1 \
    io_pins 16 \
    crit_chain "ha_1 -> and2_2 -> nand4_1 -> xnor2_1" \
    grt_pass1_vias 585 \
    ir_drop_v 0.0004171 \
    unconstrained_endpoints 28 \
    synth_area_um2 972.2 \
    power_density_nw_per_um2 358.3 \
    combPwrFrac_pct 1.4 \
    path_max_fanout 4 \
    via_per_inst 2.972 \
    fp.coreArea_um2 8678 \
    die-height_um 114 \
    crit_path_end_kind "flop" \
    fp_util_pct 11.20 \
    root_buffer "clkbuf_8" \
    layout-drive-gt1-share_pct 7.339 \
    synth.distinct_cells 31 \
    cts-buffers-inserted 3 \
    crit_family "flip-flops" \
    dr.pass1.iters 3 \
    wl_um 1676 \
    drc 0 \
    hp-start "U1_counter.count[0]" \
    hp-class "flop to flop" \
    clock_skew_ps 4.063 \
    postCtsHoldBufs 0 \
    max_stage_delay_ps 360 \
    htreeDepth 1 \
    timing.rr.start "U1_counter.count[0]" \
    edf_count 0 \
    top_area_share_pct 33.46 \
    fin_crit_ps 1214 \
    numPortBuffers 14 \
    yosys_warnings 2 \
    switchingPower_uw 82.53 \
    dieArea_um2 13000 \
    gp_congestion 0.8133 \
    drv_slew 0 \
    synthTopCellsByArea "dfrtp_1 (33%), dlxtn_1 (14%), xnor2_1 (6.3%), ha_1 (5.1%), dlxtp_1 (4.6%)" \
    ant_nets 0 \
    status "finished, final reports clean" \
    slowest_stage "dfrtp_1" \
    grt_pass1_wl_um 2677 \
    grt_max_degree 14 \
    hold_violations 0 \
    ys_seq_elements 25 \
    arrival_ps 1330 \
    cts_tree "done" \
    clk_path_buf_depth 2 \
    r2r_end "U1_counter.count[8]" \
    design_area_um2 1259 \
    synthArstFlopShare_pct 52.00 \
    area_growth_pct 29.47 \
    dr.first_iter.drc_count 23 \
    die_width_um 114 \
    wl_per_cell_um 7.724 \
    ctsResizeCount 0 \
    hpwlAfterDp_um 1317 \
    whs_endpoint "U1_counter.count[0]" \
    p_leak_nw 0.5404 \
    warnings 27 \
    syn_inst 95 \
    track_usage_pct 2.359 \
    rows 34 \
    power.internal_uw 368.5 \
    path_buffers 0 \
    dpl_cell_area_um2 1214 \
    fin_util_pct 14.50 \
    clock_latency_ps 240 \
    synth-main-ff-cell "dfrtp_1" \
    clk_pin_slew_ps 50 \
    required_ps 2320 \
    fin_crit_sh_pct 55.20 \
    cts_setup_buffers 0 \
    worst_setup_path_start_kind "flop" \
    ys_cells 95 \
    grt-ovfl-total 0 \
    path_class "flop to flop" \
    power_frac_seq_pct 53.1 \
    fin_setup_tns_ps 0 \
    fmax_ghz 0.8235 \
    synth_top_cell_by_area "dfrtp_1" \
    antenna_found_initial 0 \
    ys_area_um2 972.2 \
    unclocked_pins 12 \
    reg2regPathDepth 4 \
    report.power.total_uw 451.0 \
    rsz0062_at_grt "no" \
    power_frac_clock_pct 45.5 \
    p_sw_share_pct 18.30 \
    vias 645 \
    regToRegSetupSlack_ps 990 \
    num_antenna_cells 0 \
]
## per-stage QoR
step                      setup slack, ps  std cells  hold WS, ps
after global routing                929.8        217        467.0
final                               985.6        217        444.9
after CTS                           974.2        217        450.1
after detailed placement            980.1        213        442.6
after global placement               1006        213        430.5
after floorplan                      1081         95        317.0
## cells in the mapped netlist (all sizes together) (2+ instances only)
cell type,count
ha,4
a21oi,2
xor2,2
dfrtp,13
buf,3
dlxtn,9
o21ai,2
and3,2
nand3,2
and2,4
dlxtp,3
nand2,7
nor2b,2
nand4,5
inv,8
nor2,7
xnor2,7
nor3,3
## worst max-delay path by stage
stage	from	to	slack, ps	depth (start not counted)
4_1_cts	U1_counter.count[0]	U1_counter.count[8]	970	4
5_1_grt	U1_counter.count[0]	U1_counter.count[8]	930	4
6_report	U1_counter.count[0]	U1_counter.count[8]	990	4
## cell families (layout without fill, tap and decap cells)
group                      Yosys count  count (layout)  synth area share (%)
and+or+nand+nor                     36              36                 21.37
DFF                                 13              13                 33.46
buffers and inverters               12              26                 6.564
latches                             12              12                 18.53
xor gates and xnor gates             9               9                 8.109
adders and majority gates            4               4                 5.148
AOI/OAI and AO/OA                    8               8                 6.435
other                                1               1                0.3857
## layer usage
metal	GRT usage, %	share of wire, %	vias to the layer above	wire length, µm
li1	-	-	340	-
met1	3.723	56	285	938
met2	2.847	33	18	551
met3	1.223	11	2	179
met4	0.08354	0.42	0	7
met5	0	0	-	0
## power groups by stage
stage	registers [mW]	clock network, mW	logic (mW)
4_1_cts	0.239	0.210	0.00686
5_1_grt	0.239	0.224	0.00753
6_report	0.239	0.205	0.00629
## flip-flops by register name (all words and copies together), names as in the netlist
signal             cells
U0_fsm.next_state      3
U0_fsm.seg_sel         6
U1_counter.count      10
U0_fsm.d               3
U0_fsm.state           3
## layout make-up
class	instances	area (µm²)
fillers	999	7420
flip-flops and latches	25	505.5
multi-input cells	58	402.9
repair buffers	14	140.1
well taps	108	135.1
clock buffers	4	45.04
inverters	8	30.03
## cells in the final DEF (no fill, tap or decap), drive strengths merged, types with 2 or more instances in the layout
cell type | synthesis | final
and2 | 4 | 4
a21oi | 2 | 2
ha | 4 | 4
dlxtn | 9 | 9
nand3 | 2 | 2
dfrtp | 13 | 13
o21ai | 2 | 2
nor2 | 7 | 7
and3 | 2 | 2
clkdlybuf4s50 | 0 | 14
nand2 | 7 | 7
nor3 | 3 | 3
inv | 8 | 8
xnor2 | 7 | 7
dlxtp | 3 | 3
nand4 | 5 | 5
nor2b | 2 | 2
clkbuf | 1 | 4
xor2 | 2 | 2
No activity file was given, so power comes from the tool's default toggle rates.
