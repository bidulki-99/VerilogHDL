### flow/constraint.sdc
current_design timer

set clk_period 3.0
set clk_io_pct 0.2

create_clock -name clk0 -period $clk_period [get_ports {clk}]

set non_clock_inputs [all_inputs -no_clocks]
set_input_delay [expr $clk_period * $clk_io_pct] -clock clk0 $non_clock_inputs
set_output_delay [expr $clk_period * $clk_io_pct] -clock clk0 [all_outputs]
### flow/run.sh
#!/bin/bash
# OpenROAD 26Q1-2900-gdf79404cd8, Yosys 0.63+post, stock flow scripts
make -C /OpenROAD-flow-scripts/flow DESIGN_CONFIG=/design/flow/config.mk WORK_HOME=/design/flow/orfs finish
### flow/config.mk
export PLATFORM = sky130hd
export DESIGN_NAME = timer
export DESIGN_NICKNAME = timer
export VERILOG_FILES = /design/flow/design.v
export SDC_FILE = /design/flow/constraint.sdc
export NUM_CORES = 4
export LEC_CHECK = 1
export CORE_UTILIZATION = 30
### flow/design.v
module timer(clk, reset_n, sec_count, stop,
             d, e, f, g ,h, i);
  input clk;
  input reset_n;
  input [18:0] sec_count;
  input stop;
  output reg [3:0] d;
  output reg [3:0] e;
  output reg [3:0] f;
  output reg [3:0] g;
  output reg [3:0] h;
  output reg [3:0] i;
  always @ (posedge clk or negedge reset_n) begin
    if (~reset_n)
      d <= 4'd0;
    else begin
      if ((d == 4'b1010) || ~stop)
        d <= 4'd0;
      else begin
        if (sec_count == 19'd499_999)
          d <= d + 4'd1;
        else;
      end
    end
  end
  always @ (posedge clk or negedge reset_n) begin
    if (~reset_n)
      e <= 4'd0;
    else begin
      if ((e == 4'b1010) || ~stop)
        e <= 4'd0;
      else begin
        if (d == 4'b1010)
          e <= e + 4'd1;
        else;
      end
    end
  end
  always @ (posedge clk or negedge reset_n) begin
    if (~reset_n)
      f <= 4'd0;
    else begin
      if ((f == 4'b1010) || ~stop)
        f <= 4'd0;
      else begin
        if (e == 4'b1010)
          f <= f + 4'd1;
        else;
      end
    end
  end
  always @ (posedge clk or negedge reset_n) begin
    if (~reset_n)
      g <= 4'd0;
    else begin
      if ((g == 4'b0110) || ~stop)
        g <= 4'd0;
      else begin
        if (f == 4'b1010)
          g <= g + 4'd1;
        else;
      end
    end
  end
  always @ (posedge clk or negedge reset_n) begin
    if (~reset_n)
      h <= 4'd0;
    else begin
      if ((h == 4'b1010) || ~stop)
        h <= 4'd0;
      else begin
        if (g == 4'b0110)
          h <= h + 4'd1;
        else;
      end
    end
  end
  always @ (posedge clk or negedge reset_n) begin
    if (~reset_n)
      i <= 4'd0;
    else begin
      if ((i == 4'b0110) || ~stop)
        i <= 4'd0;
      else begin
        if (h == 4'b1010)
          i <= i + 4'd1;
        else;
      end
    end
  end
endmodule
==> results.cfg <==
; flow metrics
[outcome]
status = finished clean

[hold_path]
worstHoldPathCells = 2
hold_path_class = reg -> reg
hp-start = i[3]
min_to = i[3]

[cts]
cts_tree = yes
post_cts_resized = 0
clk_pin_slew_ns = 0.09
root_buffer = clkbuf_8
post_cts_buffers = 0
clock_sinks = 24
cts_buffers = 3
clock_latency_ns = 0.26
htreeDepth = 1
ctsHoldBuffers = 0
cts_max_path_buffers = 2

[flow_run]
log.warning_count = 31
maxCapViolations = 0

[synthesis]
yosysWarnings = 1
ys_cells = 135
synthCells = 135
synth_flops = 24
synth_top_area_share_pct = 45.0
synth.distinct_cells = 25
yosysTopAreaCell = dfrtp_1
synth.avg_cell_area_um2 = 9.88
ys_chip_area_um2 = 1330
ys_seq_share_pct = 45.0
top_cells_by_area = dfrtp_1 45%, ha_1 11%, nor2_1 7.0%, xor2_1 5.3%, xnor2_1 4.6%
syn_area_um2 = 1330

[timing]
layout_min_cycle_time_ns = 2.00
rsz0062_at_grt = false
tightest_slew_ns = 0.316
max_slew_margin_pct = 78.9
slew_viol_final = 0
tns_ns = 0
fmax_mhz = 500
clock-skew-final_ns = 0.00272
setup_viol = 0
hold_violations = 0
fin_crit_sh_pct = 66.7

[critical_path]
reg2reg_to = d[2]
cp-end-kind = register
path_max_fanout = 8
critical_path_arrival_ns = 2.19
path_class = in -> reg
critical_path_required_ns = 3.19
crit_path_start_kind = input pin
reg2reg_from = d[0]
reg2reg_slack_ns = 1.59
worst-r2r-cell-count = 4

[layout]
syn2layout_area_growth_pct = 44.1
final_cell_mix = 45 x clkdlybuf4s50_1, 25 x nor2_1, 24 x dfrtp_1, 12 x ha_1
layout_top_cell = clkdlybuf4s50_1
stdcell_area_um2 = 1920
drive_above_1_share_pct = 3.26

[power_and_ir_drop]
leakagePower_nw = 0.819
finalPower_mw = 0.648
powerDensity_nw_per_um2 = 337
ir_worst_vdd_v = 0.000270

[placed_design]
hpwl_mm = 2.00
io_buffers = 45
place_area_um2 = 1850
gp_congestion = 0.809

[grt]
grt_pass1_vias = 1083
gr-total-overflow = 0
grt_usage_pct = 13.0
grt_antenna_before_repair = 0
grt_first_pass_wirelength_mm = 4.60
grt_max_degree = 25

[die]
ios = 46
initCoreUtil_pct = 32.2
die_area_um2 = 4720
die_x_um = 68.7
chipHeight_um = 68.7
rows = 23
core_um2 = 4140

[route]
diodes = 0
vias_per_cell = 4.83
vias = 1131
wl_per_cell_um = 11.6
route.detailed.drc = 0
drt_iter0_markers = 39
drt-pass1-iter-count = 4
wl_mm = 2.71
ant_nets = 0
logic make-up after synthesis:
family                     count (synthesis)  synth area share [%]
DFF                                       24                  45.0
xor gates and xnor gates                  15                  9.85
AOI/OAI and AO/OA                         14                  5.82
adders and majority gates                 12                  11.3
and+or+nand+nor                           61                  25.5
buffers and inverters                      9                  2.53
layout make-up:
| type | count | area (um^2) |
|---|---|---|
| tap | 50 | 62.6 |
| timing repair buffer | 46 | 458 |
| inverter | 8 | 30.0 |
| fill | 392 | 2220 |
| sequential | 24 | 601 |
| clock buffer | 3 | 41.3 |
| multi-input combinational | 102 | 699 |
| clock inverter | 1 | 30.0 |
worst max path at each step:
| stage | startpoint | endpoint | slack (ns) | cells past startpoint |
|---|---|---|---|---|
| after CTS | sec_count[10] | d[2] | 1.0 | 5 |
| final | sec_count[10] | d[2] | 1.0 | 5 |
| after global routing | sec_count[10] | d[2] | 0.83 | 5 |
layer usage:
metal  global-route usage, %  part of all wire [%]  vias to the layer above
met5                       0                     0                        -
met2                    22.2                    46                       47
met4                    1.30                  0.37                        0
met3                    2.17                   7.5                        2
li1                        -                     -                      556
met1                    18.2                    46                      526
critical path: stages:
cell	delay, ns
clkdlybuf4s50_1	0.40
nor4b_1	0.32
nand3_1	0.24
or4_1	0.45
a21oi_1	0.18
state kept, by name, summed over array words and instances, names as in the netlist:
| register | flops |
|---|---|
| f | 4 |
| e | 4 |
| h | 4 |
| d | 4 |
| i | 4 |
| g | 4 |
cell usage after synthesis:
master,n
a21oi_1,9
and4bb_1,1
a211oi_1,1
and3_1,1
nor4bb_1,1
or4_1,2
ha_1,12
nand2_1,9
nor2_1,25
inv_1,8
nand4_1,4
xor2_1,8
nand2b_1,1
and3b_1,4
nand3b_1,5
o21ai_0,2
nand3_1,3
clkbuf_1,1
or3_1,2
o31ai_1,2
dfrtp_1,24
nand4_4,1
and2b_1,1
xnor2_1,7
nor4b_1,1
power breakdown:
| group | switching, mW | total [mW] | internal, mW |
|---|---|---|---|
| registers | 0.0000000874 | 0.323 | 0.323 |
| logic | 0.0172 | 0.0447 | 0.0274 |
| clock network | 0.102 | 0.281 | 0.178 |
per-stage QoR:
stage	setup slack (ns)	hold slack [ns]	util (%)	std cells
floorplan	1.29	0.304	-	135
global placement	0.823	0.541	44.7	230
detailed placement	0.721	0.550	44.7	230
CTS	0.999	0.579	46.4	234
global route	0.826	0.608	46.4	234
finish	1.00	0.568	46.4	234
Power and IR drop assume default switching activity.
